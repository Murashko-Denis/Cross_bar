### flow/design.v
module arbiter
#(parameter NUM=1'b0) 
(
	input clk, 
	input reset,
	input req0, 
	input req1,
	input ack,
	output reg [1:0] from_num_master  
);
reg [1:0] state;
parameter Idle=0, Master0=2'b01, Master1=2'b10;
reg [1:0] last_num_master;  
always@(posedge clk, posedge reset)
begin
	if(reset) begin
		state<=Idle;
	end
	else
		case(state)
			Idle: begin case ({req0,req1})
				2'b00: state <= Idle;
				2'b01: state <= Master1;
				2'b10: state <= Master0; 
				2'b11: state <= (last_num_master) ? Master0 : Master1;    
				endcase
				end
			Master0: begin case ({req0,req1})
				2'b00: state <= Idle;
				2'b01: state <= Master1;
				2'b10: state <= Master0;
				2'b11: begin if (ack)
						state <= Master1;  
						else state <= Master0;  
						end
				endcase
				end
			Master1: begin case ({req0,req1})
				2'b00: state <= Idle;
				2'b01: state <= Master1;
				2'b10: state <= Master0;
				2'b11: begin if (ack)
						state <= Master0; 
						else state<=Master1; 
						end
				endcase
				end
		endcase
end
always@(state)
begin
	case(state)
		Idle: from_num_master = 2'b0;
		Master0: from_num_master = 2'b01;  
		Master1: from_num_master = 2'b10;  
		default: from_num_master = 2'b0;
	endcase
end
always@(posedge clk, posedge reset)
begin
if (reset)
	last_num_master <= 2'b0;
else last_num_master <= from_num_master;
end
endmodule
module cross_bar
#(parameter N=31) 
(
	input clk, 
	input reset,
	input req0, 
	input [N:0] addr0,
	input cmd0,
	input [N:0] wdata0,
	input req1,
	input [N:0] addr1,
	input cmd1,
	input [N:0] wdata1,
	input slv0_ack,
	input [N:0] slv0_rdata,
	input slv1_ack,
	input [N:0] slv1_rdata,
	output reg slv0_req,
	output reg [N:0] slv0_addr,
	output reg slv0_cmd,
	output reg [N:0] slv0_wdata,
	output reg slv1_req,
	output reg[N:0] slv1_addr,
	output reg slv1_cmd,
	output reg [N:0] slv1_wdata,
	output reg ack0,
	output reg [N:0] rdata0, 
	output reg ack1,
	output reg [N:0] rdata1
);
wire [1:0] arb_num_master0, arb_num_master1;
arbiter #(1'b0)
	a0(clk,(reset),(req0 & (~addr0[N])), (req1 & (~addr1[N])), slv0_ack, arb_num_master0);  
arbiter #(1'b1)
	a1(clk,(reset),(req0 & (addr0[N])), (req1 & (addr1[N])), slv1_ack, arb_num_master1);  
reg req0_tr;
reg [N:0] addr0_tr;
reg cmd0_tr;
reg [N:0] wdata0_tr;
reg req1_tr;
reg [N:0] addr1_tr;
reg cmd1_tr;
reg [N:0] wdata1_tr;
always@(posedge clk,posedge reset)
begin
if (reset) begin
	req0_tr<=1'b0;
	addr0_tr<={(N+1){1'b0}};
	cmd0_tr<=1'b0;
	wdata0_tr<={(N+1){1'b0}};
	req1_tr<=1'b0;
	addr1_tr<={(N+1){1'b0}};
	cmd1_tr<=1'b0;
	wdata1_tr<={(N+1){1'b0}};
end
else begin
	req0_tr<=req0;
	addr0_tr<=addr0;
	cmd0_tr<=cmd0;
	wdata0_tr<=wdata0;
	req1_tr<=req1;
	addr1_tr<=addr1;
	cmd1_tr<=cmd1;
	wdata1_tr<=wdata1;
end
end
always@(posedge clk, posedge reset)
begin
if (reset) begin
	slv0_req <= 1'b0;
	slv0_addr <= {(N+1){1'b0}};
	slv0_cmd <= 1'b0;
	slv0_wdata <= {(N+1){1'b0}};
	slv1_req<=1'b0;
	slv1_addr <= {(N+1){1'b0}};
	slv1_cmd <= 1'b0;
	slv1_wdata <= {(N+1){1'b0}};
	end
else begin
	slv0_req <= (arb_num_master0 == 2'b01) ? req0_tr : ((arb_num_master0 == 2'b10) ? req1_tr : 1'b0);  
	slv0_addr <= (arb_num_master0 == 2'b01) ? addr0_tr : ((arb_num_master0 == 2'b10) ? addr1_tr : slv0_addr);
	slv0_cmd <= (arb_num_master0 == 2'b01) ? cmd0_tr : ((arb_num_master0 == 2'b10) ? cmd1_tr : slv0_cmd);
	slv0_wdata <= (arb_num_master0 == 2'b01) ? wdata0_tr : ((arb_num_master0 == 2'b10) ? wdata1_tr : slv0_wdata);
	slv1_req <= (arb_num_master1 == 2'b01) ? req0_tr : ((arb_num_master1 == 2'b10) ? req1_tr : 1'b0);  
	slv1_addr <= (arb_num_master1 == 2'b01) ? addr0_tr : ((arb_num_master1 == 2'b10) ? addr1_tr : slv1_addr);
	slv1_cmd <= (arb_num_master1 == 2'b01) ? cmd0_tr : ((arb_num_master1 == 2'b10) ? cmd1_tr : slv1_cmd);
	slv1_wdata <= (arb_num_master1 == 2'b01) ? wdata0_tr : ((arb_num_master1 == 2'b10) ? wdata1_tr : slv1_wdata);
	end
end
reg [1:0] arb_num_master0_tr;	
reg [1:0] arb_num_master1_tr;
always@(posedge clk,posedge reset)
begin
if (reset) begin
	arb_num_master0_tr <= 2'b0;
	arb_num_master1_tr <= 2'b0;
	end
else begin
	arb_num_master0_tr<=arb_num_master0;	
	arb_num_master1_tr<=arb_num_master1;
end
end
reg [1:0] arb_num_master0_tr2;	
reg [1:0] arb_num_master1_tr2;
always@(posedge clk,posedge reset)
begin
if (reset) begin
	arb_num_master0_tr2 <= 2'b0;
	arb_num_master1_tr2 <= 2'b0;
	end
else begin
arb_num_master0_tr2<=arb_num_master0_tr;	
arb_num_master1_tr2<=arb_num_master1_tr;
end
end
reg [1:0] arb_num_master0_tr3;	
reg [1:0] arb_num_master1_tr3;
always@(posedge clk,posedge reset)
begin
if (reset) begin
	arb_num_master0_tr3 <= 2'b0;
	arb_num_master1_tr3 <= 2'b0;
	end
else begin
arb_num_master0_tr3<=arb_num_master0_tr2;	
arb_num_master1_tr3<=arb_num_master1_tr2;
end
end
always@(posedge clk,posedge reset)
begin
if (reset) begin
	ack0 <= 1'b0;
	ack1 <= 1'b0;
	end
else begin
	ack0 <= (arb_num_master0_tr2 == 2'b01) ? slv0_ack : ((arb_num_master1_tr2 == 2'b01) ? slv1_ack : 1'b0);
	ack1 <= (arb_num_master0_tr2 == 2'b10) ? slv0_ack : ((arb_num_master1_tr2 == 2'b10) ? slv1_ack : 1'b0);
end
end
always@(posedge clk,posedge reset)
begin
if (reset) begin
	rdata0 <= {(N+1){1'b0}};
	rdata1 <= {(N+1){1'b0}};
	end
else begin
	rdata0 <= (arb_num_master0_tr3  == 2'b01) ? slv0_rdata : ((arb_num_master1_tr3  == 2'b01) ? slv1_rdata : rdata0);
	rdata1 <= (arb_num_master0_tr3 == 2'b10) ? slv0_rdata : ((arb_num_master1_tr3 == 2'b10) ? slv1_rdata : rdata1);
end
end
endmodule
### flow/run.sh
#!/bin/bash
# OpenROAD 26Q1-2900-gdf79404cd8, Yosys 0.63+post, stock flow scripts
make -C /OpenROAD-flow-scripts/flow DESIGN_CONFIG=/design/flow/config.mk WORK_HOME=/design/flow/orfs finish
### flow/config.mk
export PLATFORM = sky130hd
export DESIGN_NAME = cross_bar
export DESIGN_NICKNAME = cross_bar
export VERILOG_FILES = /design/flow/design.v
export SDC_FILE = /design/flow/constraint.sdc
export NUM_CORES = 4
export LEC_CHECK = 1
export CORE_UTILIZATION = 50
### flow/constraint.sdc
current_design cross_bar

set clk_period 7.1
set clk_io_pct 0.2

create_clock -name clk0 -period $clk_period [get_ports {clk}]

set non_clock_inputs [all_inputs -no_clocks]
set_input_delay [expr $clk_period * $clk_io_pct] -clock clk0 $non_clock_inputs
set_output_delay [expr $clk_period * $clk_io_pct] -clock clk0 [all_outputs]
==> flow_summary.toml <==
# physical design summary
[route]
drt_wl_total_mm = 33.0
viasPerCell = 5.14
drt_iter0_markers = 598
drcViolationCount = 0
drt-pass1-iter-count = 22
ant_nets = 0
routedWlPerCell_um = 18.3
vias = 9285

[run_status]
outcome = "finished, final reports clean"

[clocking]
cts_buffer_depth = 3
cts_hold_buf = 0
clk_latency_ps = 510
tritoncts = "built"
cts_made_buffers = 37
cts-htree-levels = 2
cts_setup_buffers = 0
post_cts_resize_count = 0
cts_sinks = 348
clk_pin_slew_ps = 60
ctsRootBufferMaster = "clkbuf_16"

[final_timing]
finalHoldViolCount = 0
finalCritPeriodShare_pct = 39.8
fin_ws_ps = 4270
setup_violations = 0
maxSlewViolCount = 0
slew_headroom_pct = 47.9
period_needed_ps = 2830
setup_tns_ps = 0
skew_ps = 13.2
holdWs_ps = 397
worst_slew_pin_slew_ps = 782
fmax_mhz = 354
grt_setup_unrepaired = "no"

[critical_path]
regToRegSetupSlack_ps = 4640
crit_family = "buffers and inverters"
crit_path_max_incr_delay_ps = 560
cp.required_ps = 5680
crit_type = "reg -> out"
cp.arrival_ps = 1410
cp_max_fo = 2
crit_path_end_kind = "output port"
path_buffers = 1
slowest_stage = "clkdlybuf4s50_1"
cp-start-kind = "flop"
path_cells = "clkdlybuf4s50_1"

[yosys]
synth_flops = 348
ys_cells = 1059
netlist_area_mm2 = 0.0134
yosysTopAreaCell = "dfrtp_1"
synth_cell_types = 30
avgSynthCellArea_um2 = 12.6
area_leaders = "dfrtp_1 (65%), mux2i_1 (15%), a21oi_1 (6.9%), nor2_1 (3.8%), nor3_1 (2.2%)"
synthCells = 1059
ys_seq_share_pct = 65.2
yosys_area_mm2 = 0.0134
ys_warn_count = 3
synth_top_area_share_pct = 64.8

[grt]
grt_pass1_wl_mm = 50.5
grt-ovfl-total = 0
antenna_found_initial = 3
grt_pass1_vias = 9150
grt_max_degree = 131
track_usage_pct = 25.6

[place]
port_buffers = 397
dp_slack_ps = 3780
hpwlAfterDp_mm = 21.7
place_congestion = 0.837

[pwr]
comb_power_share_pct = 20.4
finalPower_mw = 5.52
power_switching_mw = 1.31
power_leakage_nw = 7.56
clkPwrFrac_pct = 35.0
power_density_mw_per_mm2 = 296
p_int_mw = 4.21
power_frac_seq_pct = 44.7
p_sw_share_pct = 23.8
vdd_drop_max_mv = 0.236

[floorplan]
die_h_um = 166
die_area_mm2 = 0.0274
fp_util_pct = 51.2
die_w_um = 166
coreArea_mm2 = 0.0261
ios = 398
rows = 59

[final_layout]
mostFrequentLayoutCells = "clkdlybuf4s50_1 (397), dfrtp_1 (346), mux2i_1 (194)"
fill_cells = 1778
layout.cells.most_common = "clkdlybuf4s50_1"
drive_gt1_share_pct = 6.13
utilization_pct = 71.4
area_growth_pct = 39.5

[run]
max_cap_viol_count = 0
openroad.warnings = 36

[hold_path]
hp-class = "reg -> reg"
==> power groups by stage <==
stage	Combinational, mW	Clock, mW	Sequential [mW]
after CTS	1.14	1.98	2.47
after global routing	1.25	2.06	2.51
final	1.12	1.93	2.47
==> per-stage QoR <==
| stage | cell area (um2) | instances |
|---|---|---|
| after floorplan | 13400 | 1059 |
| after global placement | 17400 | 1734 |
| after detailed placement | 17400 | 1734 |
| after CTS | 18600 | 1802 |
| after global routing | 18600 | 1803 |
| final | 18600 | 1805 |
==> path summary, 6_finish.rpt <==
path / depth (start not counted) / endpoint / start
hold / removal: 0 / arb_num_master0_tr3[0] / arb_num_master0_tr2[0]
setup reg to reg: 5 / slv0_addr[14] / a0.state[1]
max in group asynchronous: 4 / slv0_wdata[21] / reset
hold reg to reg: 0 / arb_num_master0_tr3[0] / arb_num_master0_tr2[0]
min in group asynchronous: 3 / slv0_wdata[14] / reset
setup / recovery: 1 / slv1_addr[0] / slv1_addr[0]
==> per-layer routing <==
metal / global-route usage, % / wire length, um
met1: 38.8 / 13500
met2: 38.1 / 15600
met3: 8.53 / 3180
met4: 5.87 / 691
met5: 0 / 0
==> layout make-up <==
class	count	area (um2)	area share, %
repair buffers	412	4110	22.0
clock inverters	7	88.8	0.476
well taps	335	419	2.25
flip-flops and latches	348	8710	46.7
multi-input cells	632	4120	22.1
inverters	7	30.0	0.161
diodes	3	7.51	0.0403
clock buffers	61	1160	6.21
==> state kept, by name, summed over array words and instances (netlist names), 32 cells and up <==
name,count
slv1_addr,32
addr1_tr,32
addr0_tr,32
slv1_wdata,32
wdata1_tr,32
slv0_wdata,32
wdata0_tr,32
slv0_addr,32
rdata0,32
rdata1,32
==> cell families (layout without fill, tap and decap cells) <==
logic type,Yosys count,after routing,synth area share [%]
compound gates,207,207,8.10
flops,348,348,65.2
mux,194,194,14.5
simple gates,225,225,7.23
fa+ha+maj,6,6,0.562
buf+inv,79,487,4.43
other cells,0,3,0
==> cells in the mapped netlist <==
library cell  number
buf_1              3
nor2_1           137
dfstp_2            2
o21ai_1            6
nand4b_1           1
mux2i_1          194
o2111ai_1          1
buf_4              6
inv_1              7
a21boi_0           1
a21oi_2            8
o21ai_0            3
o22ai_1            1
nand2b_1           2
ha_1               6
nor2b_1            4
a21oi_1          184
a221oi_1           2
nand3_1            1
and2_1             3
buf_6             16
buf_12             8
buf_2             18
nor3_1            60
and2b_4            2
nand2_1           13
or2_1              2
dfrtp_1          346
a31oi_1            1
clkbuf_1          21
No activity file was given, so power comes from the tool's default toggle rates.
